===== flow/design.v =====
module pwm #(
    parameter WIDTH = 10
)(
    input clk_1Mhz,
    input reset_n,
    input [WIDTH-1:0] word,
    output reg pwm
);
    reg [6:0] counter;
    reg [6:0] active_duty;
    always @(posedge clk_1Mhz or negedge reset_n) begin
        if(!reset_n) begin
            counter     <= 7'd0;
            active_duty <= 7'd0;
            pwm         <= 1'b0;
        end
        else begin
            counter <= counter + 1;
            if(counter == 7'd0) begin
                active_duty <= word[9:3]; 
            end
            if(counter < active_duty) begin
                pwm <= 1'b1;
            end
            else begin
                pwm <= 1'b0;
            end
        end
    end
endmodule

===== flow/run.sh =====
#!/bin/bash
# OpenROAD 26Q1-2900-gdf79404cd8, Yosys 0.63+post, stock flow scripts
make -C /OpenROAD-flow-scripts/flow DESIGN_CONFIG=/design/flow/config.mk WORK_HOME=/design/flow/orfs finish

===== flow/config.mk =====
export PLATFORM = sky130hd
export DESIGN_NAME = pwm
export DESIGN_NICKNAME = pwm
export VERILOG_FILES = /design/flow/design.v
export SDC_FILE = /design/flow/constraint.sdc
export NUM_CORES = 4
export LEC_CHECK = 1
export CORE_AREA = 10 10 72 72
export DIE_AREA = 0 0 82 82

===== flow/constraint.sdc =====
current_design pwm

set clk_period 1.8
set clk_io_pct 0.2

create_clock -name clk0 -period $clk_period [get_ports {clk_1Mhz}]

set non_clock_inputs [all_inputs -no_clocks]
set_input_delay [expr $clk_period * $clk_io_pct] -clock clk0 $non_clock_inputs
set_output_delay [expr $clk_period * $clk_io_pct] -clock clk0 [all_outputs]

==> Table 3: Implementation characteristics <==
Physical implementation characteristics

Parameter                              Value

Logic synthesis
  Post-Synth Simple-Gate Area .................. 9.28%
  Synthesized area per cell .................. 12.6 µm²
  Library cells used by synthesis .................. 15
  Adder-cell share of the synthesized area .................. 13.7%
  Chip area line of the yosys report .................. 728 µm²
  Synth Register Bits .................. 15
  Synth mux share .................. 10.8%
  Post-synthesis xor/xnor area fraction .................. 6.01%
  # Cells Yosys .................. 58
  Summed instance area of the synthesized netlist .................. 728 µm²
  Sequential share of the synthesized area .................. 51.5%
  Synth Warn # .................. 1
  Post-synthesis cell count .................. 58
  AO/OA Area Share .................. 4.47%
  Largest non-sequential cell family by area .................. adder cells

Clocking
  TritonCTS buffer count .................. 3
  Clock input transition at the sequential cells of the worst setup and hold paths .................. 0.06 ns
  Insertion delay of the later-clocked pin in the worst-skew pair .................. 0.24 ns
  Sink Count .................. 15
  Level count of the clock H-tree .................. 1
  CTS root buffer .................. sky130_fd_sc_hd__clkbuf_8
  Clock tree from TritonCTS .................. yes
  Post-CTS Setup Bufs .................. 0
  CTS Hold Bufs .................. 0
  Cell resize tally after clock tree synthesis .................. 0
  Buffer depth of the longest clock path .................. 2

Routing
  Post-Route WL .................. 1150 µm
  Post-route antenna net violation count .................. 0
  Vias .................. 449
  Routed len/inst .................. 9.55 µm
  Residual DRC .................. 0
  Diodes inserted .................. 0
  Via-per-instance ratio .................. 3.74
  1st-iter DRT viols .................. 12
  Number of optimization iterations in the first detailed-route pass .................. 2

Placed design
  IO Port Bufs .................. 9
  Total cell area at the placement stage .................. 886 µm²
  Post-DP HPWL .................. 915 µm
  GPL Wtd Cong .................. 0.792
  Placed instance count .................. 116

Layout
  Area added between synthesis and finish .................. 27.8%
  Final Non-Filler Cells .................. 120
  Fraction of final layout cells with drive strength greater than 1 .................. 19.4%
  Most numerous logic cell after layout .................. sky130_fd_sc_hd__dfrtp_1
  Most instantiated logic cells after routing .................. sky130_fd_sc_hd__dfrtp_1 (15), sky130_fd_sc_hd__clkdlybuf4s50_1 (9), sky130_fd_sc_hd__inv_1 (8), sky130_fd_sc_hd__ha_1 (8), sky130_fd_sc_hd__mux2_2 (7)
  Post-layout instance area .................. 931 µm²

Power and ir drop
  Power density normalized to cell area .................. 709 nW/µm²
  Pleak .................. 0.436 nW
  Largest vdd supply drop .................. 0.463 mV

Timing
  Worst hold margin .................. 0.437 ns
  Count of final hold-check violations .................. 0
  Peak clock frequency supported by timing .................. 0.702 GHz
  Fin crit period .................. 1.42 ns
  Max transition margin .................. 83.4%
  Max Transition Viols Final .................. 0
  Final setup vio count .................. 0
  Slew at the pin closest to its max-slew limit .................. 0.250 ns
  RSZ-0062 raised after global routing .................. no
  Part of the cycle the worst path needs .................. 79.1%
  Post-route clock skew .................. 0.000572 ns
  Setup total negative slack .................. 0 ns

Floorplan
  Placement row count .................. 22
  Standard cell core area .................. 3690 µm²
  Die Span Y .................. 82 µm
  Die extent in x .................. 82 µm
  I/O pin count .................. 13
  FP Core Util .................. 19.7%
  Total die area .................. 6720 µm²

Global routing
  Number of antenna violations at the first check in global routing .................. 0
  Number of global-route vias before repair .................. 475
  Met2 track demand over resource in global routing .................. 5.72%
  Most used routing layer .................. met2
  Total global-route track usage .................. 4.01%
  Pin count of the biggest net entering global routing .................. 16
  First-pass GRT wire length .................. 2160 µm
  Met1 layer usage reported by global route .................. 5.66%
  Met3 demand-to-capacity share in global routing .................. 1.98%
  Global route total overflow .................. 0

Critical path
  Maximum fanout encountered on the critical timing path .................. 7
  Crit path launch type .................. flop
  Required time of the critical path .................. 1.93 ns
  Source of the critical timing path .................. counter[4]$_DFF_PN0_
  Arrival @ worst endpoint .................. 1.55 ns
  Startpoint of the most critical register-to-register path .................. counter[4]$_DFF_PN0_
  Critical path endpoint category .................. flop
  CP Class .................. reg2reg

Min path
  Min-Delay Path Class .................. in2async

Flow run
  Max-capacitance violation count .................. 0
  Number of warnings in the stage logs .................. 29

Status
  Outcome .................. finished, final reports clean
[through the flow]
| step | utilization [%] | worst slack (ns) | total power [mW] |
|---|---|---|---|
| after global routing | 25.2 | 0.274 | 0.701 |
| after CTS | 25.2 | 0.342 | 0.674 |
| after floorplan | - | 0.482 | 0.374 |
| after global placement | 24.0 | 0.362 | 0.405 |
| after detailed placement | 24.0 | 0.337 | 0.407 |
| final | 25.2 | 0.376 | 0.660 |
[path summary, 6_finish.rpt]
| path | to | slack [ns] | cells after the start |
|---|---|---|---|
| max | active_duty[4]$_DFFE_PN0N_ | 0.38 | 3 |
| min | counter[3]$_DFF_PN0_ | 0.44 | 2 |
| max reg2reg | active_duty[4]$_DFFE_PN0N_ | 0.38 | 3 |
| min reg2reg | active_duty[1]$_DFFE_PN0N_ | 0.50 | 1 |
| max in group asynchronous | pwm$_DFF_PN0_ | 1.19 | 2 |
| min in group clk0 | active_duty[1]$_DFFE_PN0N_ | 0.50 | 1 |
[worst max-delay path: stages, from the launching register on]
cell and delay, ns:
sky130_fd_sc_hd__dfrtp_1 0.43, sky130_fd_sc_hd__nor4_2 0.31, sky130_fd_sc_hd__nand3b_2 0.24, sky130_fd_sc_hd__mux2_2 0.33
[sequential cells by signal, indices dropped and copies added (netlist names)]
name	flops
active_duty	7
counter	7
pwm	1
[routing by layer]
metal / vias to the layer above / routed length, µm
met3: 0 / 77
met4: 0 / 0
met2: 8 / 508
met1: 216 / 560
li1: 225 / -
met5: - / 0
[synth_stat cells]
cell type                  instances  share of area [%]
sky130_fd_sc_hd__a211o_1           1                1.2
sky130_fd_sc_hd__a21o_1            1                1.0
sky130_fd_sc_hd__a21oi_1           2                1.4
sky130_fd_sc_hd__and3_2            1                1.0
sky130_fd_sc_hd__dfrtp_1          15                 52
sky130_fd_sc_hd__ha_1              8                 14
sky130_fd_sc_hd__inv_1             8                4.1
sky130_fd_sc_hd__mux2_2            7                 11
sky130_fd_sc_hd__nand2b_1          1               0.86
sky130_fd_sc_hd__nand3_1           6                4.1
sky130_fd_sc_hd__nand3b_2          1                1.5
sky130_fd_sc_hd__nor4_2            1                1.7
sky130_fd_sc_hd__o22ai_1           1               0.86
sky130_fd_sc_hd__xnor2_1           4                4.8
sky130_fd_sc_hd__xor2_1            1                1.2
[final cells by class]
cell class / count / area, µm²
clock buffer: 4 / 45.0
fill: 400 / 2760
inverter: 8 / 30.0
multi-input combinational: 35 / 323
sequential: 15 / 375
tap: 48 / 60.1
timing repair buffer: 10 / 97.6
[kinds of logic after synthesis]
kind of cell    after synthesis
buf+inv                       8
flops                        15
compound gates                5
xor+xnor                      5
simple gates                 10
mux                           7
fa+ha+maj                     8
[power breakdown]
part           switching (mW)  internal (mW)  leakage, nW  total [mW]
combinational          0.0174         0.0313        0.233      0.0487
clock                   0.104          0.156       0.0228       0.260
sequential            0.00378          0.347        0.180       0.351
Power figures rest on the tool's default switching activity, not on a simulated workload.
