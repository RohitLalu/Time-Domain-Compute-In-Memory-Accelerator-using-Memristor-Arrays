==> design/flow/design.v <==
module counter(clk,rst,count);
input clk,rst;
output reg [7:0] count;
always@(posedge clk or negedge rst)
begin
if(!rst)
count<=0;
else
count<=count+1;
end
endmodule
==> design/flow/run.sh <==
#!/bin/bash
# OpenROAD 26Q1-2900-gdf79404cd8, Yosys 0.63+post, stock flow scripts
make -C /OpenROAD-flow-scripts/flow DESIGN_CONFIG=/design/flow/config.mk WORK_HOME=/design/flow/orfs finish
==> design/flow/config.mk <==
export PLATFORM = sky130hd
export DESIGN_NAME = counter
export DESIGN_NICKNAME = counter
export VERILOG_FILES = /design/flow/design.v
export SDC_FILE = /design/flow/constraint.sdc
export NUM_CORES = 4
export LEC_CHECK = 1
export CORE_AREA = 10 10 70 70
export DIE_AREA = 0 0 80 80
==> design/flow/constraint.sdc <==
current_design counter

set clk_period 2.1
set clk_io_pct 0.2

create_clock -name clk0 -period $clk_period [get_ports {clk}]

set non_clock_inputs [all_inputs -no_clocks]
set_input_delay [expr $clk_period * $clk_io_pct] -clock clk0 $non_clock_inputs
set_output_delay [expr $clk_period * $clk_io_pct] -clock clk0 [all_outputs]
==> flow_summary.toml <==
# synthesis and place-and-route metrics
[floorplanning]
fp.dieW_um = 80
chip_area_mm2 = 0.00640
ios = 10
die.size.y_um = 80
rows = 21
coreArea_mm2 = 0.00342
fp_util = 0.0927

[yosys]
yosys_area_um2 = 317
ys_cells = 24
yosys_warnings = 1
netlist_area_um2 = 317
synthCells = 24
postSynthSeqShare = 0.632
synth_flops = 8
synth_cell_types = 11
syn_avg_cell_area_um2 = 13.2

[sta]
fmax_mhz = 615
layout_setup_ws_ns = 0.473
tns_ns = 0
slew_headroom = 0.750
min_period_ns = 1.63
hold_violations = 0
final.period_utilization = 0.775
tightest_slew_ns = 0.374
rsz0062_at_grt = "no"
setup_violations = 0
slew_viol_final = 0
finClkSkew_ns = 0.000611

[detailed_routing]
first_iter_violations = 12
wirelength_um = 729
dr_total_vias = 221
first_pass_iters = 2
ant_nets = 0
wl_per_cell_um = 8.89
drc = 0
diodes = 0
vias_per_cell = 2.70

[cts]
clock-root-buffer = "clkbuf_4"
ctsHoldBuffers = 0
cts.htree.levels = 1
post_cts_buffers = 0
cts_buffers = 3
cts_sinks = 8
cts.clk_slew.worst_paths_ns = 0.05
tritoncts = "built"
clk_latency_ns = 0.25
clockBufferDepth = 2
postCtsResizedCells = 0

[critical_path]
cpPeakStageDelay_ns = 0.51
cp_top_family = "buffers and inverters"
arrival_ns = 1.21
cp_data_required_time_ns = 1.68
cp_num_buf_inv = 1
cp_cell_sequence = "clkdlybuf4s50_1"
cp_slowest_cell = "clkdlybuf4s50_1"
end_kind = "primary output"
cp_max_fo = 5
critPathLaunchType = "flop"
worstSetupPathType = "flop to primary output"

[layout]
syn2layout_area_growth_pct = 53.8
regMostFlops = "count"
largest_reg_flops = 8
reg_top3 = "count x8"
finalInstanceArea_um2 = 487
fillerInstances = 396
layout.area.comb_um2 = 113
drive_gt1_frac = 0.139
register_area_um2 = 200

[grt]
first_global_vias = 239
grt_usage = 0.0247
grt_pass1_wl_mm = 1.17
antenna_found_initial = 0
grt_max_degree = 9
grt-ovfl-total = 0

[worst_hold_path]
hold_class = "input pin to asynchronous set/reset pin"

[place]
place_area_um2 = 464
pre_cts_slack_ns = 0.750
hpwl_um = 591
place_congestion = 0.681
portBuffers = 9

[power]
irDropWorstVdd_v = 0.000255
finalPower_uw = 273
powerDensity_mw_per_mm2 = 561
p_leak_uw = 0.000197

[status]
status = "finished, final reports clean"

[job]
drv_cap = 0
warnings = 25
==> synth_stat cells, drive strengths merged <==
cell type | number | area (um^2)
and3 | 1 | 6.26
dfrtp | 8 | 200
ha | 1 | 12.5
inv | 1 | 3.75
nand2 | 2 | 7.51
nand3 | 3 | 20.0
nor2 | 1 | 3.75
nor3 | 1 | 10.0
xnor2 | 3 | 26.3
xor2 | 3 | 26.3
==> metal layers <==
metal,GRT usage,vias to the layer above,part of all wire
met5,0,-,0
met1,0.0358,105,0.59
li1,-,105,-
met3,0.0250,0,0.13
met4,0.00176,0,0
met2,0.0241,11,0.28
==> kinds of logic (layout without fill, tap and decap cells) <==
kind of cell	count (synthesis)	after routing	synth area share
XOR/XNOR	6	6	0.166
adder cells (fa/ha/maj)	1	1	0.0395
buffers and inverters	1	13	0.0118
flip-flops	8	8	0.632
AND/OR/NAND/NOR	8	8	0.150
==> stage by stage <==
stage / hold slack (ns) / instances / util
3_5_place_dp: 0.463 / 79 / 0.136
6_report: 0.453 / 82 / 0.142
2_1_floorplan: 0.124 / 24 / -
4_1_cts: 0.455 / 82 / 0.142
3_3_place_gp: 0.464 / 79 / 0.136
5_1_grt: 0.461 / 82 / 0.142
==> path summary, 6_finish.rpt <==
path                               start       end  slack, ns  depth (start not counted)
max in group asynchronous            rst  count[0]       1.38                          1
min in group clk0               count[7]  count[7]       0.47                          1
worst min register to register  count[7]  count[7]       0.47                          1
worst min-delay path                 rst  count[5]       0.45                          1
worst max register to register  count[2]  count[7]       1.09                          3
worst max-delay path            count[3]  count[3]       0.47                          1
==> power by group <==
group          internal (uW)  switching [uW]  total (uW)  leakage (uW)
Combinational           1.64            2.96        4.60     0.0000809
Clock                   65.2            48.9         114     0.0000138
Sequential               154               0         154      0.000102
==> area by class of cell <==
class,count,share of cell area
clock buffers,3,0.0463
inverters,1,0.00771
multi-input cells,15,0.231
flip-flops and latches,8,0.411
well taps,46,0.118
repair buffers,9,0.185
==> cells in the final DEF (no fill, tap or decap) <==
cell,count
dfrtp_1,8
xor2_1,3
nor3_2,1
xnor2_1,3
nor2_1,1
nand2_1,2
ha_1,1
nand3_1,2
clkdlybuf4s50_1,9
nand3_2,1
clkbuf_4,3
inv_1,1
and3_1,1
No activity file was given, so power comes from the tool's default toggle rates.
